File: ./design.v
module alu_ex(
    input [2:0]a,
    input [2:0]b,
    input sel,
    output reg [3:0]y
);
always @(*) begin
    if (sel == 1) begin
        y = a+b;
    end else begin
        y = a-b;
    end
end
endmodule
File: ./run.sh
#!/bin/bash
# OpenROAD 26Q1-2900-gdf79404cd8, Yosys 0.63+post, stock flow scripts
make -C /OpenROAD-flow-scripts/flow DESIGN_CONFIG=/design/flow/config.mk WORK_HOME=/design/flow/orfs finish
File: ./config.mk
export PLATFORM = sky130hd
export DESIGN_NAME = alu_ex
export DESIGN_NICKNAME = alu_ex
export VERILOG_FILES = /design/flow/design.v
export SDC_FILE = /design/flow/constraint.sdc
export NUM_CORES = 4
export LEC_CHECK = 1
export CORE_AREA = 10 10 70 70
export DIE_AREA = 0 0 80 80
File: ./constraint.sdc
current_design alu_ex

set clk_period 4.2
set clk_io_pct 0.2

create_clock -name clk0 -period $clk_period

set non_clock_inputs [all_inputs -no_clocks]
set_input_delay [expr $clk_period * $clk_io_pct] -clock clk0 $non_clock_inputs
set_output_delay [expr $clk_period * $clk_io_pct] -clock clk0 [all_outputs]
==> results.sh <==
# implementation run metrics
export IMPL_status="finished clean"
export IMPL_yosysMostFrequentCell="inv_1"
export IMPL_first_pass_iters=4
export IMPL_initCoreUtil_pct=4.65
export IMPL_critical_path_endpoint_type="primary output"
export IMPL_die_y_microns=80
export IMPL_cellPowerDensity_mw_per_mm2=127
export IMPL_power_share_sequential_pct=0
export IMPL_numPortBuffers=11
export IMPL_first_global_vias=167
export IMPL_drive_gt1_share_pct=6.45
export IMPL_top_cells_by_count="inv_1 (6), ha_1 (4), nor2_1 (2), xnor2_1 (2)"
export IMPL_fin_crit_ps=3980
export IMPL_synth_warning_count=1
export IMPL_critPathMaxFanout=3
export IMPL_top_area_share_pct=31.5
export IMPL_hold_path_class="primary input to primary output"
export IMPL_ios=11
export IMPL_wl_microns=425
export IMPL_diodes=0
export IMPL_core_area_sq_mm=0.00342
export IMPL_viasPerCell=1.99
export IMPL_post_cts_buffers=0
export IMPL_ys_seq_share_pct=0
export IMPL_netlist_area_sq_um=159
export IMPL_power_switching_uw=13.0
export IMPL_clkPwrFrac_pct=0
export IMPL_hold_slack_ps=2720
export IMPL_die_x_microns=80
export IMPL_crit_start="b[0]"
export IMPL_synthTopCellsByArea="ha_1 (31%), inv_1 (14%), fa_1 (13%), xnor2_1 (11%), mux2_2 (7.1%)"
export IMPL_placed_cell_area_sq_um=327
export IMPL_tightest_slew_ps=151
export IMPL_ff_latch_area_sq_um=0
export IMPL_yosysUniqueCellTypes=10
export IMPL_cts_resized=0
export IMPL_yosysChipArea_sq_um=159
export IMPL_overflow=0
export IMPL_place_congestion=0.736
export IMPL_track_usage_pct=1.34
export IMPL_setup_tns_ps=0
export IMPL_dp_hpwl_microns=382
export IMPL_drc=0
export IMPL_area_growth_pct=106
export IMPL_crit_type="primary input to primary output"
export IMPL_setup_viol=0
export IMPL_drt_iter0_markers=1
export IMPL_slew_headroom_pct=89.9
export IMPL_finalHoldViolCount=0
export IMPL_switching_share_pct=31.4
export IMPL_start_kind="primary input"
export IMPL_max_freq_mhz=251
export IMPL_n_clock_buffer=0
export IMPL_cap_viol_max_count=0
export IMPL_final_cell_area_sq_um=327
export IMPL_routedWlPerCell_microns=5.52
export IMPL_min_from="a[0]"
export IMPL_grt_pass1_wl_microns=696
export IMPL_finalClockPeriodUsage_pct=94.8
export IMPL_rsz0062_at_grt="false"
export IMPL_fp_dieArea_sq_mm=0.00640
export IMPL_dp_cells=77
export IMPL_comb_power_share_pct=100.0
export IMPL_ant_nets=0
export IMPL_grt_antenna_before_repair=0
export IMPL_cellLeakagePower_nw=0.138
export IMPL_vdd_drop_max_uv=17.3
export IMPL_cp_arrival_ps=3140
export IMPL_finalMaxSlewViolations=0
export IMPL_synth_cells=20
export IMPL_yosys_area_top_type="ha_1"
export IMPL_stdcell_count=77
export IMPL_grt_max_degree=4
export IMPL_internal_power_uw=28.3
export IMPL_vias=153
export IMPL_flops=0
export IMPL_tool_warnings=32
export IMPL_ys_cells=20
export IMPL_rows=21
export IMPL_ctsHoldBuffers=0
export IMPL_cp_required_ps=3360
export IMPL_postSynthAreaPerCell_sq_um=7.95
-- critical path: stages --
cell	delay [ps]
clkdlybuf4s50_1	510
inv_1	60
ha_1	270
mux2_2	270
ha_1	270
a21o_1	170
a21oi_2	140
xnor2_1	120
clkdlybuf4s50_1	490
-- area by class of cell --
cell class	count	area [sq um]
Timing Repair Buffer	11	110
Inverter	6	22.5
Multi-Input combinational cell	14	136
Tap cell	46	57.6
Fill cell	401	3090
-- power groups by stage --
stage | Combinational (mW) | Clock (mW) | Sequential (mW)
global route | 0.0474 | 0 | 0
CTS | 0.0429 | 0 | 0
finish | 0.0413 | 0 | 0
-- through the flow --
stage	worst slack (ps)	total power [mW]	util [%]
3_5_place_dp	218	0.0422	9.56
4_1_cts	204	0.0429	9.56
6_report	219	0.0413	9.56
2_1_floorplan	1310	0.0160	-
3_3_place_gp	221	0.0421	9.56
5_1_grt	69.3	0.0474	9.56
-- placed cells by master, fill, tap and decap left out --
| cell type | instances |
|---|---|
| mux2_2 | 1 |
| fa_1 | 1 |
| nor3_1 | 1 |
| clkdlybuf4s50_1 | 11 |
| a21o_1 | 1 |
| xnor2_1 | 2 |
| a21oi_2 | 1 |
| inv_1 | 6 |
| xor2_1 | 1 |
| nor2_1 | 2 |
| ha_1 | 4 |
-- final timing paths --
path / to / slack, ps / depth (start not counted)
setup / recovery: y[3] / 220 / 9
hold / removal: y[0] / 2720 / 3
-- kinds of logic (layout without fill, tap and decap cells) --
logic type | Yosys count | in the layout | share of synthesized area (%)
AND/OR/NAND/NOR | 3 | 3 | 7.87
adder cells (fa/ha/maj) | 5 | 5 | 44.1
multiplexers | 1 | 1 | 7.09
XOR/XNOR | 3 | 3 | 16.5
buffers and inverters | 6 | 17 | 14.2
AND-OR/OR-AND | 2 | 2 | 10.2
-- metal layers --
metal,up-vias,track usage [%],wire length [microns]
met3,0,0.568,83
met4,0,0,0
met2,11,2.17,167
li1,84,-,-
met5,-,0,0
met1,58,1.72,174
No activity file was given, so power comes from the tool's default toggle rates.
