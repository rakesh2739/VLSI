==> design.v <==
module digital_clock(
    input clk,
    input reset,
    output reg [5:0] sec , min,
    output reg [4:0] hr
);
always @(posedge clk or posedge reset) begin
    if (reset) begin
        sec <= 0;
        min <= 0;
        hr <=0;
    end else begin
        if (sec==59) begin
            sec<=0;
            if (min==59) begin
                min<=0;
                    if (hr==23) begin
                        hr<=0;
                    end else begin
                        hr <= hr+1;
                    end
            end else begin
                min <= min+1;
            end
        end else begin
            sec <= sec+1;
        end
    end
end
endmodule
==> run.sh <==
#!/bin/bash
# OpenROAD 26Q1-2900-gdf79404cd8, Yosys 0.63+post, stock flow scripts
make -C /OpenROAD-flow-scripts/flow DESIGN_CONFIG=/design/flow/config.mk WORK_HOME=/design/flow/orfs finish
==> config.mk <==
export PLATFORM = sky130hd
export DESIGN_NAME = digital_clock
export DESIGN_NICKNAME = digital_clock
export VERILOG_FILES = /design/flow/design.v
export SDC_FILE = /design/flow/constraint.sdc
export NUM_CORES = 4
export LEC_CHECK = 1
export CORE_AREA = 10 10 98 98
export DIE_AREA = 0 0 108 108
==> constraint.sdc <==
current_design digital_clock

set clk_period 3.2
set clk_io_pct 0.2

create_clock -name clk0 -period $clk_period [get_ports {clk}]

set non_clock_inputs [all_inputs -no_clocks]
set_input_delay [expr $clk_period * $clk_io_pct] -clock clk0 $non_clock_inputs
set_output_delay [expr $clk_period * $clk_io_pct] -clock clk0 [all_outputs]
==> flow_metrics.env <==
# physical design summary
export IMPL_tool_warnings=25
export IMPL_core_area_sq_um=7650
export IMPL_cts_buffers=3
export IMPL_max_slew_margin_pct=56.6
export IMPL_worstPathCellList="clkdlybuf4s50_1"
export IMPL_p_comb_share_pct=1.4
export IMPL_leakagePower_nw=0.477
export IMPL_clock_latency_late_pin_ns=0.25
export IMPL_ys_seq_share_pct=48.0
export IMPL_cts_setup_buffers=0
export IMPL_synth_async_reset_ratio_pct=100
export IMPL_holdWs_ns=0.502
export IMPL_yosysWarningCount=1
export IMPL_syn_cell_area_sq_um=886
export IMPL_worstPathArrival_ns=1.34
export IMPL_tns_ns=0
export IMPL_cts_hold_fix_buffers=0
export IMPL_holdCritPathClass="register to register"
export IMPL_cap_violations=0
export IMPL_fin_ws_ns=1.22
export IMPL_wl_per_cell_um=9.81
export IMPL_viasPerCell=3.34
export IMPL_worstMarginPinSlew_ns=0.650
export IMPL_crit_path_max_fanout=9
export IMPL_clockBufferDepth=2
export IMPL_first_pass_iters=4
export IMPL_grt_pass1_wl_um=3360
export IMPL_startpoint_type="register"
export IMPL_cts_htree_levels=1
export IMPL_wl_met1_um=967
export IMPL_largest_area_cell="dfrtp_1"
export IMPL_gr_total_overflow=0
export IMPL_fin_crit_ns=1.98
export IMPL_ys_cells=84
export IMPL_edf_count=0
export IMPL_wl_met2_um=840
export IMPL_cp_num_buf_inv=1
export IMPL_synth_distinct_cells=31
export IMPL_yosysChipArea_sq_um=886
export IMPL_grt_setup_unrepaired="no"
export IMPL_grt_pass1_vias=620
export IMPL_fp_dieW_um=108
export IMPL_dp_slack_ns=1.37
export IMPL_clock_skew_ns=0.00124
export IMPL_end_kind="output pin"
export IMPL_synth_area_per_cell_sq_um=10.5
export IMPL_fp_util_pct=11.6
export IMPL_drive_gt1_share_pct=10.6
export IMPL_yosysMostFrequentCell="dfrtp_1"
export IMPL_cts_tree="built"
export IMPL_report_final_slew_viol_count=0
export IMPL_wl_um=2020
export IMPL_diodes=0
export IMPL_pwr_share_clk_pct=41.4
export IMPL_finalCritPeriodShare_pct=62.0
export IMPL_nFillCells=842
export IMPL_setup_viol=0
export IMPL_max_freq_ghz=0.504
export IMPL_highest_layer="met3"
export IMPL_crit_family="flip-flops"
export IMPL_fp_dieH_um=108
export IMPL_cts_root_buffer="clkbuf_8"
export IMPL_antenna_found_initial=0
export IMPL_dp_hpwl_um=1590
export IMPL_dr_wl_met3_um=212
export IMPL_netlist_area_leader_share_pct=48.0
export IMPL_grt_total_usage_pct=3.63
export IMPL_synth_cells_most_frequent="dfrtp_1, nand2_1, o21ai_0"
export IMPL_ys_flops=17
export IMPL_cts_clk_slew_worst_paths_ns=0.06
export IMPL_syn_to_final_growth_pct=38.4
export IMPL_p_seq_share_pct=57.1
export IMPL_criticalPathCategory="register to output pin"
export IMPL_synth_area_top_cells="dfrtp_1, ha_1, nand2_1"
export IMPL_internal_power_mw=0.304
export IMPL_swShare_pct=19.1
export IMPL_die_area_sq_um=11700
export IMPL_ant_nets=0
export IMPL_crit_required_ns=2.56
export IMPL_place_gp_congestion=0.767
export IMPL_numPortBuffers=18
export IMPL_cts_sink_count=17
export IMPL_max_stage_delay_ns=0.55
export IMPL_rows=32
export IMPL_num_vias=688
export IMPL_ctsResizeCount=0
export IMPL_route_detailed_drc=0
export IMPL_p_per_area_nw_per_um2=307
export IMPL_p_sw_mw=0.0720
export IMPL_vdd_drop_max_mv=0.110
export IMPL_hold_viol=0
export IMPL_grt_max_degree=18
export IMPL_syn_inst=84
export IMPL_yosys_most_used_dff="dfrtp_1"
export IMPL_crit_path_top_delay_cell="dfrtp_1"
export IMPL_drt_initial_drc_count=27
export IMPL_num_io_pins=19
export IMPL_status="finished clean"
-- per-stage QoR --
stage / utilization [%] / std cells / area, sq um / total power, mW
3_5_place_dp: 15.4 / 202 / 1180 / 0.225
3_3_place_gp: 15.4 / 202 / 1180 / 0.225
5_1_grt: 16.0 / 206 / 1230 / 0.398
6_report: 16.0 / 206 / 1230 / 0.376
4_1_cts: 16.0 / 206 / 1230 / 0.383
2_1_floorplan: - / 84 / 886 / 0.222
-- power groups by stage --
stage                 sequential [mW]  combinational, mW  clock (mW)
after CTS                       0.215            0.00588       0.163
after global routing            0.215            0.00677       0.176
final                           0.215            0.00534       0.156
-- final cells by class --
class                   count  area (sq um)  share of cell area (%)
flip-flops and latches     17           425                    34.7
multi-input cells          62           437                    35.6
clock buffers               4          45.0                    3.67
inverters                   3          11.3                   0.918
well taps                 102           128                    10.4
repair buffers             18           180                    14.7
-- layout by cell type, fill, tap and decap left out, drive strengths merged, types with 2 or more instances in the layout --
master / Yosys / layout
and4b: 2 / 2
clkbuf: 2 / 4
clkdlybuf4s50: 0 / 18
dfrtp: 17 / 17
ha: 3 / 3
inv: 3 / 3
mux2: 3 / 3
mux2i: 2 / 2
nand2: 10 / 10
nand2b: 3 / 3
nand3: 5 / 5
nand4: 4 / 4
nor2: 6 / 6
nor3: 2 / 2
o211ai: 3 / 3
o21ai: 7 / 7
xnor2: 2 / 2
-- state kept, by name, summed over array words and instances, names as in the netlist --
register,cells
hr,5
min,6
sec,6
-- layer usage --
layer,global-route usage (%),vias up
met2,4.96,20
li1,-,353
met3,2.35,0
met4,0.382,0
met1,4.85,315
met5,0,-
-- final timing paths --
path | startpoint | end | slack (ns) | cells past startpoint
min in group asynchronous | reset | hr[2]$_DFFE_PP0P_ | 0.79 | 2
worst min register to register | sec[0]$_DFF_PP0_ | sec[0]$_DFF_PP0_ | 0.50 | 1
worst max-delay path | min[2]$_DFFE_PP0N_ | min[2] | 1.22 | 1
worst min-delay path | sec[0]$_DFF_PP0_ | sec[0]$_DFF_PP0_ | 0.50 | 1
worst max register to register | min[0]$_DFFE_PP0N_ | hr[3]$_DFFE_PP0P_ | 1.37 | 5
max in group asynchronous | reset | sec[1]$_DFF_PP0_ | 1.99 | 2
-- cell families (layout without fill, tap and decap cells) --
| kind of cell | after synthesis | in the layout | synth area share (%) |
|---|---|---|---|
| adders and majority gates | 3 | 3 | 4.24 |
| and+or+nand+nor | 37 | 37 | 26.0 |
| buffers and inverters | 5 | 25 | 2.68 |
| AOI/OAI and AO/OA | 15 | 15 | 11.0 |
| DFF | 17 | 17 | 48.0 |
| muxes | 5 | 5 | 6.07 |
| xor gates and xnor gates | 2 | 2 | 1.98 |
No activity file was given, so power comes from the tool's default toggle rates.
